[design/flow/config.mk]
export PLATFORM = sky130hd
export DESIGN_NAME = connect
export DESIGN_NICKNAME = connect
export VERILOG_FILES = /design/flow/design.v
export SDC_FILE = /design/flow/constraint.sdc
export NUM_CORES = 4
export LEC_CHECK = 1
export CORE_AREA = 10 10 87 87
export DIE_AREA = 0 0 97 97
[design/flow/constraint.sdc]
current_design connect

set clk_period 1.9
set clk_io_pct 0.2

create_clock -name clk0 -period $clk_period [get_ports {tck}]
create_clock -name clk1 -period $clk_period [get_ports {v_udr}]

set non_clock_inputs [all_inputs -no_clocks]
set_input_delay [expr $clk_period * $clk_io_pct] -clock clk0 $non_clock_inputs
set_output_delay [expr $clk_period * $clk_io_pct] -clock clk0 [all_outputs]
[design/flow/design.v]
module connect(
	input  logic        tck,            
	input  logic        tdi,            
	input  logic        aclr,           
	input  logic [1:0]  ir_in,          
	input  logic        v_sdr,          
	input  logic        v_udr,          
	input  logic        v_cdr,          
	input  logic        v_uir,          
	input  logic [3:0]  switches,       
	output logic        tdo,            
	output logic [7:0]  leds            
);
	typedef enum logic [1:0] {
		BYPASS = 2'b00,
		DIP    = 2'b01, 
		LED    = 2'b10
	} jtag_instr_e;
	logic [1:0] DR0;                    
	logic [7:0] DR1;                    
	logic [7:0] led_output_reg;         
	jtag_instr_e current_instr;
	assign current_instr = jtag_instr_e'(ir_in);
	always_comb begin
		case (current_instr)
			BYPASS:  tdo = DR0[0];
			default: tdo = DR1[0];   
		endcase
	end
	assign leds = led_output_reg;
	always_ff @(posedge tck or negedge aclr) begin
		if (!aclr) begin
			DR0 <= '0;
			DR1 <= '0;
		end
		else begin
			case (current_instr)
				DIP: begin
					if (v_cdr) begin
						DR1 <= {4'b0000, switches};
					end
					else if (v_sdr) begin
						DR1 <= {tdi, DR1[7:1]};
					end
				end
				LED: begin
					if (v_sdr) begin
						DR1 <= {tdi, DR1[7:1]};
					end
				end
				BYPASS: begin
					if (v_sdr) begin
						DR0 <= {tdi, DR0[1]};
					end
				end
				default: begin
					if (v_sdr) begin
						DR0 <= {tdi, DR0[1]};
					end
				end
			endcase
		end
	end
	always_ff @(posedge v_udr or negedge aclr) begin
		if (!aclr) begin
			led_output_reg <= '0;
		end
		else begin
			if (current_instr == LED) begin
				led_output_reg <= DR1;
			end
		end
	end
endmodule
[design/flow/run.sh]
#!/bin/bash
# OpenROAD 26Q1-2900-gdf79404cd8, Yosys 0.63+post, stock flow scripts
make -C /OpenROAD-flow-scripts/flow DESIGN_CONFIG=/design/flow/config.mk WORK_HOME=/design/flow/orfs finish
==> notes.md <==
Physical implementation

The synthesis stats list as the most numerous cell dfrtp_1. The count of nets left with antenna violations once routing finished came out at 0. The number of antenna violations at the first check in global routing is 0. After legalization and detailed placement, the total HPWL measured around 1.5 mm. The placement stage leaves a total instance area of ~1100 µm².

In the final report, the number of hold violations comes to 0. The die outline area is between 9000 and 10000 µm². The clock transition at the registers of the reported paths is 40 ps.

For the worst setup path, the data required time is 1520 ps. In this run the horizontal extent of the chip is between 90 and 100 µm. The cell type that accounts for the most area after synthesis is dfrtp_1. For reference, the top cells by area after synthesis are dfrtp_1 55%, mux2_2 15%, a22o_1 8.6%. Looking at the VDD voltage map, the peak drop is 0.000316 V.

The number of primary I/O pins is 22. Per the synthesis report, the number of distinct cell types is 14. The total power consumption of the routed design is 1.17 mW.

The footprint of the multi-input gates is 338 µm². The TritonCTS clock tree is built. The kind of end point of the critical path is an output port.

The first global-routing pass estimated 3.14 mm of wire. Per the final report, max-transition violations number 0. The launching element type of the critical path is an input port.

For this run, the register share of the synthesized area comes to 55.3%. The synthesis report names the predominant flop master as dfrtp_1. The slew at the pin closest to its max-slew limit is 388 ps. Max-cap violations in this run came to 0.

The slowest stage cell on the critical path is clkdlybuf4s50_1. The final worst clock skew is between 0.1 and 0.15 ps. The number of global-route vias before repair was between 600 and 700.

The chip area line of the yosys report is around 810 µm². Entering global routing, the biggest net connects 19 pins. The proportion of netlist area held by the largest area contributor is a little under three fifths.

Synthesis produced approximately 61 cells. The area added between synthesis and finish is 48.7%. The delay of the slowest critical-path stage is 400 ps. According to the floorplan report, the placeable core area is around 5600 µm². According to the timing report, the arrival time at the worst endpoint equals 1460 ps. The vertical die size is between 90 and 100 µm. A synthesized cell averages 13.4 µm². The stage logs contain a warning count of 28. Setup repair after global routing left no endpoint under its margin. The report puts the cell count of the worst reg-to-reg path at 3. The report shows a maximum critical-path fanout of 2. The gate family responsible for the most delay along the worst path is buffers and inverters. The first detailed-routing pass took 4 iterations. The global route stage reports its total congestion overflow as 0. The via density per instance is between 3 and 4. The sum of negative setup slack is 0 ps. The leakage power summed over all cells is approximately 0.53 nW.

The count of buffers added on input and output ports is 19. The count of state elements after synthesis is 18. The number of failing setup endpoints in the final timing report is 0. The critical path goes through clkdlybuf4s50_1, inv_1, ha_2, mux2_2, buf_2.

The report lists the number of standard-cell rows as 27. The total routing resource utilization after global routing is 4.07%. For this design, Yosys synthesis ends with a cell count of 61. The number of buffers inserted by post-CTS setup repair is 0.

The clock net in this run drives a total of 18 sinks. The total wire length is 1.88 mm. Registers take about 450 µm².

The number of DRC violations after detailed routing is 0. The number of antenna repair diodes is 0. The async set or reset register ratio after synthesis is roughly 100%. The first-iteration detailed-routing DRC count is 24. The flow ran to the end, and the final reports show no timing, DRC or antenna violations. For the completed layout, the total cell area is recorded as ~1200 µm². The post-synth tally of flip-flops with integrated enable is 0. The weighted congestion reported at the end of routability-driven placement is between 0.7 and 0.8. The buffer and inverter count on the worst path is 3. The fill cell instance count of the final layout is about 580. Checking hold timing, the worst path is listed with class input port to asynchronous set/reset pin. The via count is about 580. The floorplan-stage core utilization is 14.4%. After synthesis the cells add up to 815 µm².

Counting the warning lines in the Yosys log gives 1. For reference, the most critical setup path is categorized as input port to output port. The script logs the mean routed wire length per placed instance as roughly 12 µm.

For reference, the top cells by count after synthesis are 18 x dfrtp_1, 11 x mux2_2, 8 x a22o_1. All stages included, the depth of the critical timing path comes to 5. Of the cells placed in the final design, the portion with a size suffix greater than 1 is 32.2%. The script computed a power per unit cell area of 965 nW/µm². The worst slew slack as a fraction of its limit is between 70% and 80%.
==> per-stage QoR <==
stage	util [%]	hold slack, ps	worst slack [ps]	instances
after global routing	21.5	495	27.5	162
final	21.5	485	62.6	162
after global placement	19.8	485	-261	155
after floorplan	-	84.4	474	61
after CTS	21.5	486	45.7	162
after detailed placement	19.8	492	-261	155
==> power breakdown <==
group / leakage [nW] / switching [mW] / internal, mW
sequential: 0.235 / 0.0421 / 0.453
combinational: 0.248 / 0.0708 / 0.156
clock: 0.0503 / 0.129 / 0.317
==> worst register-to-register path, delay by kind of cell, from the launching register on <==
kind / cells / cell delay, ps
and+or+nand+nor: 1 / 70
DFF: 1 / 390
AOI/OAI and AO/OA: 2 / 280
==> final cells by class <==
type | count | share of cell area (%)
clock buffer | 7 | 7.95
timing repair buffer | 25 | 18.9
sequential | 18 | 37.2
tap | 72 | 7.44
inverter | 2 | 0.620
multi-input combinational | 38 | 27.9
==> worst paths after layout <==
path	from	end	slack, ps
max	ir_in[0]	tdo	60
min	aclr	DR1[0]$_DFFE_PN0P_	480
max reg2reg	DR1[2]$_DFFE_PN0P_	DR1[1]$_DFFE_PN0P_	1030
min reg2reg	DR0[0]$_DFFE_PN0P_	DR0[0]$_DFFE_PN0P_	500
max in group clk1	ir_in[0]	led_output_reg[2]$_DFFE_PN0P_	290
max in group asynchronous	aclr	led_output_reg[2]$_DFFE_PN0P_	1220
min in group clk0	DR0[0]$_DFFE_PN0P_	DR0[0]$_DFFE_PN0P_	500
min in group clk1	led_output_reg[3]$_DFFE_PN0P_	led_output_reg[3]$_DFFE_PN0P_	500
==> logic make-up after synthesis <==
kind of cell             after synthesis  share of synthesized area (%)
AND-OR/OR-AND                         13                           13.1
buffers and inverters                  5                           3.53
AND/OR/NAND/NOR                       12                           9.83
adder cells (fa/ha/maj)                2                           3.07
multiplexers                          11                           15.2
flip-flops                            18                           55.3
==> placed cells by master (no fill, tap or decap), drive strengths merged <==
cell | synthesis | layout
clkbuf | 2 | 7
o21ai | 5 | 5
buf | 1 | 7
nand3b | 4 | 4
nand2 | 5 | 5
ha | 2 | 2
dfrtp | 18 | 18
nand2b | 1 | 1
mux2 | 11 | 11
inv | 2 | 2
clkdlybuf4s50 | 0 | 17
nor2 | 1 | 1
a22o | 8 | 8
nor2b | 1 | 1
dlygate4sd2 | 0 | 1
==> metal layers <==
layer | global-route usage (%) | part of all wire [%]
met4 | 0.789 | 1.5
met5 | 0 | 0
met2 | 5.98 | 45
met1 | 4.88 | 43
met3 | 2.65 | 9.9
==> repair_timing <==
item                       in CTS  in global routing
hold buffers                    0                  0
hold endpoints to repair        0                  0
setup endpoints to repair       1                  0
resized                         5                  0
Power figures rest on the tool's default switching activity, not on a simulated workload.
